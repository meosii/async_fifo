==> /design/flow/design.v <==
module asyn_fifo (
input wire w_clk,
input wire r_clk,
input wire w_rst,
input wire r_rst,
input wire rst_n,
input wire w_req,
input wire r_req,
input wire [RAM_WIDTH - 1:0] w_data,
output wire [RAM_WIDTH - 1:0] r_data,
output wire w_full,
output wire r_empty
);
wire [ADDR_WIDTH: 0] w_addr;
wire [ADDR_WIDTH: 0] r_addr;
wire [ADDR_WIDTH: 0] w_g_addr;
wire [ADDR_WIDTH: 0] r_g_addr;
wire [ADDR_WIDTH: 0] w_g_syn_addr;
wire [ADDR_WIDTH: 0] r_g_syn_addr;
wire en_write;
wire en_read;
assign en_write = (w_req && (!w_full))? 1:0;
assign en_read = (r_req && (!r_empty))? 1:0;
parameter RAM_WIDTH = 8;
parameter ADDR_WIDTH = 4;
write_control asyn_fifo_write_control(
    .w_clk(w_clk),
    .w_rst(w_rst),
    .w_req(w_req),
    .r_g_syn_addr(r_g_syn_addr),
    .w_g_addr(w_g_addr),
    .w_addr(w_addr),
    .w_full(w_full)
);
read_control asyn_fifo_read_control(
    .r_clk(r_clk),
    .r_rst(r_rst),
    .r_req(r_req),
    .r_g_addr(r_g_addr),
    .w_g_syn_addr(w_g_syn_addr),
    .r_addr(r_addr),
    .r_empty(r_empty)
);
ram asyn_fifo_ram(
    .w_clk(w_clk),
    .r_clk(r_clk),
    .en_write(en_write),
    .en_read(en_read),
    .w_addr(w_addr[ADDR_WIDTH - 1:0]),
    .r_addr(r_addr[ADDR_WIDTH - 1:0]),
    .w_data(w_data),
    .r_data(r_data)
);
syn asyn_fifo_syn_w(
    .rst_n(rst_n),
    .syn_clk(w_clk),
    .syn_data_in(r_g_addr),
    .syn_data_out(r_g_syn_addr)
);
syn asyn_fifo_syn_r(
    .rst_n(rst_n),
    .syn_clk(r_clk),
    .syn_data_in(w_g_addr),
    .syn_data_out(w_g_syn_addr)
);
endmodule
module bin_to_gray (
input wire [WIDTH - 1:0] bin,
output wire [WIDTH - 1:0] gray
);
wire high_bit_bin = bin[WIDTH - 1] ;
reg [WIDTH - 2:0] low_bit_gray;
integer i;
parameter WIDTH = 5;  
always @(*)begin
    for(i = 0;i < WIDTH - 1;i++)begin
        low_bit_gray[i] = bin[i+1]^bin[i];
    end
end
assign gray = {high_bit_bin,low_bit_gray};
endmodule
module ram(
input wire w_clk,
input wire r_clk,
input wire en_write,
input wire en_read,
input wire [ADDR_WIDTH - 1:0] w_addr,
input wire [ADDR_WIDTH - 1:0] r_addr,
input wire [RAM_WIDTH - 1:0] w_data,
output reg [RAM_WIDTH - 1:0] r_data
);
reg [RAM_WIDTH - 1:0] memory[RAM_HIGH - 1:0];
parameter ADDR_WIDTH = 4;
parameter RAM_HIGH = 16;
parameter RAM_WIDTH = 8;
always @(posedge r_clk)begin
    if(en_read)begin
        r_data <= memory[r_addr];
    end
end
always @(posedge w_clk)begin
    if(en_write)begin
        memory[w_addr] <= w_data;
    end
end 
endmodule
module read_control (
input wire r_clk,
input wire r_rst,
input wire r_req,
input wire [ADDR_WIDTH: 0] w_g_syn_addr,  
output wire [ADDR_WIDTH: 0] r_g_addr,
output reg [ADDR_WIDTH: 0] r_addr,
output wire r_empty
);
parameter ADDR_WIDTH = 4;
bin_to_gray write_comtrol(
    .bin(r_addr),
    .gray(r_g_addr)
);
always @(posedge r_clk or negedge r_rst) begin
    if(!r_rst)begin
        r_addr <= 0;
    end else if(r_req && !(r_empty))begin
        r_addr <= r_addr + 'b1;
    end
end
assign r_empty = (w_g_syn_addr == r_g_addr)? 1:0;
endmodule
module syn(
input wire rst_n,
input wire syn_clk,
input wire [WIDTH - 1:0] syn_data_in,
output wire [WIDTH - 1:0] syn_data_out
);
parameter WIDTH = 5;
reg [WIDTH - 1:0] reg_0;
reg [WIDTH - 1:0] reg_1;
assign syn_data_out = reg_1;
always @(posedge syn_clk or negedge rst_n)begin
    if(!rst_n)begin
        reg_0 <= 0;
        reg_1 <= 0;
    end else begin
        reg_0 <= syn_data_in;
        reg_1 <= reg_0;
    end
end
endmodule
module write_control (
input wire w_clk,
input wire w_rst,
input wire w_req,
input wire [ADDR_WIDTH: 0] r_g_syn_addr,  
output wire [ADDR_WIDTH: 0] w_g_addr,
output reg [ADDR_WIDTH: 0] w_addr,
output wire w_full
);
parameter ADDR_WIDTH = 4;
bin_to_gray write_control(
    .bin(w_addr),
    .gray(w_g_addr)
);
always @(posedge w_clk or negedge w_rst) begin
    if(!w_rst)begin
        w_addr <= 0;
    end else if(w_req && !(w_full))begin
        w_addr <= w_addr + 'b1;
    end
end
assign w_full = (r_g_syn_addr == {~w_g_addr[ADDR_WIDTH],~w_g_addr[ADDR_WIDTH - 1],w_g_addr[ADDR_WIDTH - 2:0]})? 1:0;  
endmodule
==> /design/flow/run.sh <==
#!/bin/bash
# OpenROAD 26Q1-2900-gdf79404cd8, Yosys 0.63+post, stock flow scripts
make -C /OpenROAD-flow-scripts/flow DESIGN_CONFIG=/design/flow/config.mk WORK_HOME=/design/flow/orfs finish
==> /design/flow/config.mk <==
export PLATFORM = sky130hd
export DESIGN_NAME = asyn_fifo
export DESIGN_NICKNAME = asyn_fifo
export VERILOG_FILES = /design/flow/design.v
export SDC_FILE = /design/flow/constraint.sdc
export NUM_CORES = 4
export LEC_CHECK = 1
export CORE_UTILIZATION = 50
==> /design/flow/constraint.sdc <==
current_design asyn_fifo

set clk_period 5.1
set clk_io_pct 0.2

create_clock -name clk0 -period $clk_period [get_ports {r_clk}]
create_clock -name clk1 -period $clk_period [get_ports {w_clk}]

set non_clock_inputs [all_inputs -no_clocks]
set_input_delay [expr $clk_period * $clk_io_pct] -clock clk0 $non_clock_inputs
set_output_delay [expr $clk_period * $clk_io_pct] -clock clk0 [all_outputs]
==> flow_metrics.env <==
# yosys + openroad results
export IMPL_top_cells_by_count="edfxtp_1, mux4_2, dfrtp_1"
export IMPL_drive_above_1_share=0.2250
export IMPL_drtIter0Drc=172
export IMPL_finalNonFillerCells=528
export IMPL_ir_worst_vdd_v=0.0003501
export IMPL_path_max_fanout=5
export IMPL_clkPwrFrac=0.312
export IMPL_grtUsageMet3=0.1013
export IMPL_cp_slowest_cell="clkdlybuf4s50_1"
export IMPL_grt_max_degree=35
export IMPL_top_usage_layer="met1"
export IMPL_wl_per_cell_um=22.22
export IMPL_rsz0062_at_grt="no"
export IMPL_wl_mm=11.73
export IMPL_holdBufCountCts=0
export IMPL_clk_pin_slew_ns=0.06
export IMPL_clock_sinks=166
export IMPL_cp_num_buf_inv=2
export IMPL_critPathCaptureType="output port"
export IMPL_yosysWarnings=5
export IMPL_antennaDiodeCount=0
export IMPL_hold_viol=0
export IMPL_finalClockSkew_ns=0.01024
export IMPL_netlist_instances=309
export IMPL_grt_pass1_wl_mm=18.25
export IMPL_worst_slew_pin_transition_ns=0.8610
export IMPL_holdPathEnd="asyn_fifo_syn_r.reg_1[1]$_DFF_PN0_"
export IMPL_status="complete, no violations"
export IMPL_setup_viol=0
export IMPL_drc_errors=0
export IMPL_core_sq_mm=0.01221
export IMPL_die_height_um=115.1
export IMPL_final_core_util=0.6129
export IMPL_cts_setup_buffers=0
export IMPL_p_leak_uw=0.002616
export IMPL_r2r_start="asyn_fifo_write_control.w_addr[3]$_DFFE_PN0P_"
export IMPL_synth_cell_types=27
export IMPL_chip_area_sq_mm=0.01324
export IMPL_ys_ff=166
export IMPL_antenna_left=0
export IMPL_fp_util=0.5235
export IMPL_async_flop_share=0.1807
export IMPL_fin_ws_ns=1.583
export IMPL_grt_pass1_vias=3152
export IMPL_area_growth_pct=17.09
export IMPL_avgSynthCellArea_sq_um=20.69
export IMPL_path_cells="inv_1 > ha_1 > xor2_1 > nor4_4 > and2_2 > clkdlybuf4s50_1"
export IMPL_holdCritStartpoint="asyn_fifo_syn_r.reg_0[1]$_DFF_PN0_"
export IMPL_reg2reg_depth=6
export IMPL_postCtsResizedCells=0
export IMPL_gp_congestion=0.7858
export IMPL_ioPinCount=25
export IMPL_synth_top_cell_by_area="edfxtp_1"
export IMPL_seq_power_share=0.418
export IMPL_slowest_delay_ns=0.44
export IMPL_edf_count=136
export IMPL_synth_seq_share=0.7563
export IMPL_ys_cells=309
export IMPL_p_per_area_mw_per_mm2=603.2
export IMPL_start_kind="flop"
export IMPL_synthTopCellsByArea="edfxtp_1, dfrtp_1, mux4_2, ha_1, a22oi_1"
export IMPL_criticalPathCategory="reg2out"
export IMPL_vias=2929
export IMPL_detailed_place_hpwl_mm=7.127
export IMPL_min_path_cells=0
export IMPL_critPathTopFamily="simple AND/OR/NAND/NOR gates"
export IMPL_antenna_found_initial=0
export IMPL_dp_cells=492
export IMPL_grt_ovfl_total=0
export IMPL_synth_most_common_cell="edfxtp_1"
export IMPL_cp_data_required_time_ns=4.08
export IMPL_regToRegEndpoint="asyn_fifo_ram.memory[5][6]$_DFFE_PP_"
export IMPL_finalSetupTns_ns=0
export IMPL_internal_power_uw=3201
export IMPL_dieWidth_um=115.1
export IMPL_slew_headroom=0.4248
export IMPL_use_met1=0.3738
export IMPL_dr_pass1_iters=4
export IMPL_p_switching_uw=1314
export IMPL_finalPower_uw=4515
export IMPL_maxCapViolations=0
export IMPL_ys_flop_type="edfxtp_1"
export IMPL_grt_usage=0.2194
export IMPL_tool_warnings=32
export IMPL_yosysTopAreaCellShare=0.6389
export IMPL_comb_power_share=0.270
export IMPL_final_fill_count=872
export IMPL_port_buffers=23
export IMPL_syn_cell_area_sq_mm=0.006392
export IMPL_place_ws_ns=2.004
export IMPL_rows=40
export IMPL_cp_arrival_ns=2.50
export IMPL_ys_area_sq_mm=0.006392
export IMPL_hold_class="reg2reg"
export IMPL_viasPerCell=5.547
export IMPL_cts_tree="yes"
export IMPL_gr_usage_met2=0.3100
export IMPL_switching_share=0.2910
export IMPL_drv_slew=0
export IMPL_ff2ff_setup_slack_ns=2.43
layer usage:
| metal | wire (um) | vias up |
|---|---|---|
| met5 | 0 | - |
| met4 | 214 | 0 |
| met3 | 1055 | 13 |
| met2 | 5525 | 125 |
| met1 | 4935 | 1480 |
| li1 | - | 1311 |
registers in the layout (all words and copies together) (netlist names):
register / cells
asyn_fifo_ram.memory: 128
asyn_fifo_ram.r_data: 8
asyn_fifo_read_control.r_addr: 5
asyn_fifo_syn_r.reg_0: 5
asyn_fifo_syn_r.reg_1: 5
asyn_fifo_syn_w.reg_0: 5
asyn_fifo_syn_w.reg_1: 5
asyn_fifo_write_control.w_addr: 5
placed cells by master (no fill, tap or decap), drive strengths merged:
master,synthesis,final
nor2b,2,2
mux4,32,32
a21boi,2,2
ha,12,12
nor2,1,1
clkdlybuf4s50,0,23
and2,6,6
nand2,10,10
clkbuf,6,22
clkinvlp,0,4
a21oi,6,6
xor2,15,15
bufinv,0,3
a22oi,16,16
edfxtp,136,136
xnor2,5,5
buf,6,4
inv,4,7
mux2,2,2
and3,12,12
dfrtp,30,30
nor4,2,2
clkinv,0,4
nand3,4,4
cell families (layout without fill, tap and decap cells):
group                    after synthesis  count (layout)  share of synthesized area
adder cells (fa/ha/maj)               12              12                    0.02349
multiplexers                          34              34                     0.1169
flip-flops                           166             166                     0.7563
AND/OR/NAND/NOR                       37              37                    0.03523
AND-OR/OR-AND                         24              24                    0.02701
XOR/XNOR                              20              20                    0.02975
buffers and inverters                 16              67                    0.01135
power by group through the flow:
stage / clock network [uW] / logic [uW] / registers, uW
finish: 1410 / 1220 / 1890
CTS: 1440 / 1240 / 1890
global route: 1490 / 1350 / 1910
final cells by class:
type,instances,area [sq um],area share
timing repair buffer,27,260.3,0.03477
clock buffer,22,508.0,0.06787
multi-input combinational,127,1485,0.1984
clock inverter,14,170.2,0.02273
tap,168,210.2,0.02808
inverter,4,15.01,0.002006
sequential,166,4836,0.6461
stage by stage:
step	hold slack (ns)	area, sq um
2_1_floorplan	0.3312	6392
3_3_place_gp	0.3318	6807
3_5_place_dp	0.3347	6807
4_1_cts	0.3498	7485
5_1_grt	0.3577	7485
6_report	0.3494	7485
worst max path at each step:
stage	end	cells past startpoint	start
final	w_full	6	asyn_fifo_write_control.w_addr[3]$_DFFE_PN0P_
after global routing	w_full	6	asyn_fifo_write_control.w_addr[2]$_DFFE_PN0P_
after CTS	w_full	6	asyn_fifo_write_control.w_addr[3]$_DFFE_PN0P_
Power figures rest on the tool's default switching activity, not on a simulated workload.
